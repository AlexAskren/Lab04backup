### ./config.mk
export PLATFORM = sky130hd
export DESIGN_NAME = branch_control
export DESIGN_NICKNAME = branch_control
export VERILOG_FILES = /design/flow/design.v
export SDC_FILE = /design/flow/constraint.sdc
export NUM_CORES = 4
export LEC_CHECK = 1
export CORE_UTILIZATION = 50
### ./constraint.sdc
current_design branch_control

set clk_period 1.0
set clk_io_pct 0.2

create_clock -name clk0 -period $clk_period [get_ports {clk}]

set non_clock_inputs [all_inputs -no_clocks]
set_input_delay [expr $clk_period * $clk_io_pct] -clock clk0 $non_clock_inputs
set_output_delay [expr $clk_period * $clk_io_pct] -clock clk0 [all_outputs]
### ./design.v
module branch_control #(
    parameter INSTR_WIDTH = 32,          
    parameter OFFSET_LEN = 32            
)(
    input wire clk,                      
    input wire reset,                    
    input wire [OFFSET_LEN-1:0] offset,  
    input wire [INSTR_WIDTH-1:0] PC,     
    input wire zero,                     
    input wire branch,                   
    output reg [INSTR_WIDTH-1:0] target  
);
    wire [INSTR_WIDTH-1:0] branch_target;    
    assign branch_target = PC + {{(INSTR_WIDTH-OFFSET_LEN){offset[OFFSET_LEN-1]}}, offset};  
    always @(posedge clk or posedge reset) begin
        if (reset) begin
            target = {INSTR_WIDTH{1'b0}};   
        end else begin
            if (branch && zero) begin
                if (offset[OFFSET_LEN-1]) begin
                    target = branch_target ;
                end else begin
                    target = branch_target;
                end
            end else begin
                target <= PC + 1;
            end
        end
    end
endmodule
### ./run.sh
#!/bin/bash
# OpenROAD 26Q1-2900-gdf79404cd8, Yosys 0.63+post, stock flow scripts
make -C /OpenROAD-flow-scripts/flow DESIGN_CONFIG=/design/flow/config.mk WORK_HOME=/design/flow/orfs finish
==> flow_summary_export.csv <==
group,metric,value,unit
place,dpl_cell_area,4430,sq um
logic_synthesis,ys_types,49,
logic_synthesis,edf_count,0,
die,die_h,75.3,um
logic_synthesis,ys_cells,298,
logic_synthesis,yosys_warnings,1,
logic_synthesis,ys_seq_frac,0.298,
place,placed_cells,536,
timing,worst_endpoint_kind,"register input",
logic_synthesis,async_flop_share,1.00,
die,initial_core_util,0.523,
clock_network,cts_sinks,32,
logic_synthesis,syn_avg_cell_area,9.02,sq um
place,gp_congestion,0.907,
run_status,first-error,"[ERROR DPL-0036] Detailed placement failed.",
timing,worstEndpointGrtRepair,"target[26]$_DFF_PP0_/D",
die,placementRows,26,
place,hpwl,6.56,mm
clock_network,cts_made_buffers,5,
clock_network,ctsLongestPathBuffers,2,
logic_synthesis,ff_type,"dfrtp_1",
logic_synthesis,syn_area,2690,sq um
logic_synthesis,ys_area,2690,sq um
place,port_buffers,99,
clock_network,cts_htree_levels,2,
logic_synthesis,synth_cells,298,
run_status,stop_stage,"global routing (5_1_grt)",
logic_synthesis,ys_ff,32,
die,io_pins,100,
run_status,outcome,"aborted with a tool error",
clock_network,ctsHoldBuffers,0,
global_route,grt_max_degree,33,
die,die_x,75.3,um
clock_network,clockRootBuffer,"clkbuf_8",
[cells in the mapped netlist (2+ instances only)]
master / n / share of area
nand2_1: 17 / 0.024
inv_1: 5 / 0.0070
and3_1: 35 / 0.081
o31a_1: 2 / 0.0065
nand4_1: 5 / 0.012
xnor2_1: 19 / 0.062
a31oi_1: 3 / 0.0070
o21bai_1: 3 / 0.0084
clkbuf_1: 13 / 0.018
nand2b_1: 2 / 0.0047
o31ai_1: 2 / 0.0056
o21ai_0: 14 / 0.026
nor2_1: 13 / 0.018
ha_1: 31 / 0.14
xor2_1: 10 / 0.033
a21o_1: 16 / 0.045
mux2i_1: 2 / 0.0074
o21ai_1: 2 / 0.0037
nor3_1: 3 / 0.0056
a21oi_1: 30 / 0.056
o211ai_1: 2 / 0.0056
nand3_1: 4 / 0.0074
dfrtp_1: 32 / 0.30
a211oi_1: 3 / 0.0084
o21a_1: 6 / 0.017
[stage by stage]
step	TNS [ns]	power, W	worst slack (ns)
CTS	-29.98	0.00468	-1.32
detailed placement	-51.91	0.00342	-2.00
global placement	-49.25	0.00336	-1.91
floorplan	-29.73	0.00228	-1.36
[kinds of logic after synthesis]
family | count (synthesis) | share of synthesized area
compound gates | 100 | 0.255
simple gates | 85 | 0.169
fa+ha+maj | 32 | 0.152
flops | 32 | 0.298
xor+xnor | 29 | 0.0945
buf+inv | 18 | 0.0251
mux | 2 | 0.00745
[timing repair]
action,CTS
pin swaps,49
endpoints found under the hold margin,0
setup buffers,16
setup endpoints to repair,64
resized,159
Power and IR drop assume default switching activity.
